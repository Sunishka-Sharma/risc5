==> design/flow/config.mk <==
export PLATFORM = sky130hd
export DESIGN_NAME = Main_Decoder
export DESIGN_NICKNAME = Main_Decoder
export VERILOG_FILES = /design/flow/design.v
export SDC_FILE = /design/flow/constraint.sdc
export NUM_CORES = 4
export LEC_CHECK = 1
export CORE_AREA = 10 10 70 70
export DIE_AREA = 0 0 80 80
==> design/flow/constraint.sdc <==
current_design Main_Decoder

set clk_period 1.1
set clk_io_pct 0.2

create_clock -name clk0 -period $clk_period

set non_clock_inputs [all_inputs -no_clocks]
set_input_delay [expr $clk_period * $clk_io_pct] -clock clk0 $non_clock_inputs
set_output_delay [expr $clk_period * $clk_io_pct] -clock clk0 [all_outputs]
==> design/flow/design.v <==
module Main_Decoder(Op,zero,RegWrite,ImmSrc,ALUSrc,MemWrite,ResultSrc,PCsrc,Branch,ALUOp);
    input zero;
    input [6:0]Op;
    output RegWrite,ALUSrc,MemWrite,ResultSrc,Branch,PCsrc;
    output [1:0]ImmSrc,ALUOp;
    wire Branch;
    assign RegWrite = (Op == 7'b0000011 | Op == 7'b0110011) ? 1'b1 :
                                                              1'b0 ;
    assign ImmSrc = (Op == 7'b0100011) ? 2'b01 : 
                    (Op == 7'b1100011) ? 2'b10 :    
                                         2'b00 ;
    assign ALUSrc = (Op == 7'b0000011 | Op == 7'b0100011) ? 1'b1 :
                                                            1'b0 ;
    assign MemWrite = (Op == 7'b0100011) ? 1'b1 :
                                           1'b0 ;
    assign ResultSrc = (Op == 7'b0000011) ? 1'b1 :
                                            1'b0 ;
    assign Branch = (Op == 7'b1100011) ? 1'b1 :
                                         1'b0 ;
    assign ALUOp = (Op == 7'b0110011) ? 2'b10 :
                   (Op == 7'b1100011) ? 2'b01 :
                                        2'b00 ;
    assign PCsrc = zero & Branch;
endmodule 
==> design/flow/run.sh <==
#!/bin/bash
# OpenROAD 26Q1-2900-gdf79404cd8, Yosys 0.63+post, stock flow scripts
make -C /OpenROAD-flow-scripts/flow DESIGN_CONFIG=/design/flow/config.mk WORK_HOME=/design/flow/orfs finish
==> Table 3: Implementation characteristics <==
Implementation parameters

Parameter                              Value

Synth
  Area figure in the yosys stat output    163 µm²
  Synthesized area    163 µm²
  Synthesized netlist cell count    17
  Cells in synth_stat.txt    17
  Post-Synthesis Mean Instance Area    9.57 µm²
  Library cells used by synthesis    12
  Number of warnings reported in the yosys synthesis log    0
  Part of the Yosys area used for sequential elements    0%

Drt
  Vias    240
  Total Wirelength    834 µm
  Detailed-route DRC error count    0
  Detailed Routing Iterations Pass 1    3
  Number of nets with antenna violations after routing    0
  Ratio of routed vias to standard cells    2.61
  Routed length per placed instance    9.07 µm
  DRC violation total after the first TritonRoute iteration    4
  Antenna diode count    0

Floorplanning
  Core region area    3420 µm²
  Ports placed on the boundary    18
  Initial Util    4.76%
  Number of cell rows    21
  X dimension of the die    80 µm
  Die Size    6400 µm²
  Die Height    80 µm

Status
  Outcome    complete, but fails checks
  Failing checks    setup timing

Cells and area
  Growth of design area from synthesis to finish    225%
  Number of clock buffers in the layout    0
  Fin area    528 µm²
  Commonest cells after routing, fill and taps aside    buf_2 (13), buf_6 (11), nor3_2 (5)
  Top cell excl fill/tap    buf_2
  Flop area    0 µm²
  Share of final-layout standard cells stronger than drive strength 1    95.7%
  Flop Count    0
  Count of filler cells inserted in the layout    395

STA
  Slew Limit Headroom    87.1%
  Minimum clock period    1350 ps
  Measured slew at the worst slew-check pin    192 ps
  Maximum operating frequency    0.739 GHz
  Setup repair after global routing missed its margin    true
  Final setup viols    10
  Final Hold Violating Endpoints    0
  Post-route setup slack    -253 ps
  Max-slew violation count    0
  Post-layout period usage    123%

Place
  Placer Congestion    0.762
  Placed standard-cell area    409 µm²
  PortBufs    18

Power
  Worst supply voltage drop on vdd    0.114 mV
  Leakage power    0.234 nW
  Overall power of the completed layout    0.000120 W
  Power density relative to cell area    227 nW/µm²

Run
  OpenROAD warning count    34
  Number of violations of the max-capacitance limit    0

Worst setup path
  Element type at the critical path start    input pin
  Element type at the critical path end    primary output
  Setup Crit Path Kind    in -> out
  Maximum fanout count along the critical path    4
  Worst Path Arrival    1130 ps
  Critical path required time    880 ps

Global routing
  Global-route wire length before repair    1.39 mm
  Overall routing resource usage    2.63%
  Global-route congestion overflow total    0
  Antenna violations before repair    0
  Pin count of the biggest net entering global routing    6
  Vias in the first global route    247

Clock network
  Post-cts hold-fix buffer tally    0

Hold path
  Min-delay worst type    in -> out
==> path summary, 6_finish.rpt <==
| check | from | to | slack, ps | cells after the start |
|---|---|---|---|---|
| setup / recovery | Op[2] | ResultSrc | -250 | 6 |
| hold / removal | Op[6] | MemWrite | 750 | 3 |
==> timing repair <==
action                                  4_1_cts  5_1_grt
buffers inserted                              6        4
pin swaps                                     4        3
endpoints found under the setup margin       10       10
gates resized                                66       10
cloned                                        2        0
==> cell usage after synthesis, drive strengths merged <==
cell / instances / share of area, %
buf: 3 / 16
nor3: 6 / 28
xor2: 1 / 5.4
nor4b: 1 / 15
inv: 1 / 2.3
nor4: 2 / 21
nand4bb: 1 / 6.9
nand2: 2 / 6.2
==> kinds of logic (layout without fill, tap and decap cells) <==
family / count (synthesis) / after routing / share of synthesized area, %
and+or+nand+nor: 12 / 12 / 76.1
xor gates and xnor gates: 1 / 1 / 5.39
buffers and inverters: 4 / 33 / 18.5
==> through the flow <==
stage                     std cells  setup TNS, ps  worst slack, ps  utilization [%]  hold WS (ps)
after floorplan                  17              0             12.6                -           455
after global placement           81          -7780             -828             12.0          1390
after detailed placement         81          -7980             -857             12.0          1400
after CTS                        89          -2030             -304             14.0           840
after global routing             92          -2500             -325             15.5           777
final                            92          -1880             -253             15.5           752
==> routing by layer <==
layer | share of wire (%) | track usage [%]
met5 | 0 | 0
met4 | 0 | 0
met3 | 18 | 1.70
met2 | 23 | 2.57
met1 | 59 | 4.43
==> critical path: stages <==
cell and delay, ps:
buf_6 90, nand4bb_4 220, buf_6 140, buf_6 100, nor4_2 230, buf_2 130
==> layout make-up <==
cell class / count / area, µm² / share of cell area (%)
Tap cell: 46 / 57.6 / 10.9
Multi-Input combinational cell: 13 / 178 / 33.6
Inverter: 1 / 3.75 / 0.711
Timing Repair Buffer: 32 / 289 / 54.7
==> power by group <==
part           total (W)  internal [W]  switching (W)
Clock                  0             0              0
Sequential             0             0              0
Combinational   0.000120     0.0000717      0.0000479
Power and IR drop assume default switching activity.
